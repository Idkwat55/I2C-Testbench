[config.mk]
export PLATFORM = sky130hd
export DESIGN_NAME = i2c_slave
export DESIGN_NICKNAME = i2c_slave
export VERILOG_FILES = /design/flow/design.v
export SDC_FILE = /design/flow/constraint.sdc
export NUM_CORES = 4
export LEC_CHECK = 1
export CORE_UTILIZATION = 40
[constraint.sdc]
current_design i2c_slave

set clk_period 2.9
set clk_io_pct 0.2

create_clock -name clk0 -period $clk_period [get_ports {clk}]

set non_clock_inputs [all_inputs -no_clocks]
set_input_delay [expr $clk_period * $clk_io_pct] -clock clk0 $non_clock_inputs
set_output_delay [expr $clk_period * $clk_io_pct] -clock clk0 [all_outputs]
[design.v]
`timescale 1ns / 1ps
module i2c_slave #(
    parameter FILTER_LEN = 4
)
(
    input wire         clk,
    input wire         rst,
    input  wire        release_bus,
    input  wire [7:0]  s_axis_data_tdata,
    input  wire        s_axis_data_tvalid,
    output wire        s_axis_data_tready,
    input  wire        s_axis_data_tlast,
    output wire [7:0]  m_axis_data_tdata,
    output wire        m_axis_data_tvalid,
    input  wire        m_axis_data_tready,
    output wire        m_axis_data_tlast,
    input  wire        scl_i,
    output wire        scl_o,
    output wire        scl_t,
    input  wire        sda_i,
    output wire        sda_o,
    output wire        sda_t,
    output wire        busy,
    output wire [6:0]  bus_address,
    output wire        bus_addressed,
    output wire        bus_active,
    input  wire        enable,
    input  wire [6:0]  device_address,
    input  wire [6:0]  device_address_mask
);
    localparam [4:0]
    STATE_IDLE = 4'd0,
    STATE_ADDRESS = 4'd1,
    STATE_ACK = 4'd2,
    STATE_WRITE_1 = 4'd3,
    STATE_WRITE_2 = 4'd4,
    STATE_READ_1 = 4'd5,
    STATE_READ_2 = 4'd6,
    STATE_READ_3 = 4'd7;
    reg [4:0] state_reg = STATE_IDLE, state_next;
    reg [6:0] addr_reg = 7'd0, addr_next;
    reg [7:0] data_reg = 8'd0, data_next;
    reg data_valid_reg = 1'b0, data_valid_next;
    reg data_out_reg_valid_reg = 1'b0, data_out_reg_valid_next;
    reg last_reg = 1'b0, last_next;
    reg mode_read_reg = 1'b0, mode_read_next;
    reg [3:0] bit_count_reg = 4'd0, bit_count_next;
    reg s_axis_data_tready_reg = 1'b0, s_axis_data_tready_next;
    reg [7:0] m_axis_data_tdata_reg = 8'd0, m_axis_data_tdata_next;
    reg m_axis_data_tvalid_reg = 1'b0, m_axis_data_tvalid_next;
    reg m_axis_data_tlast_reg = 1'b0, m_axis_data_tlast_next;
    reg [FILTER_LEN-1:0] scl_i_filter = {FILTER_LEN{1'b1}};
    reg [FILTER_LEN-1:0] sda_i_filter = {FILTER_LEN{1'b1}};
    reg scl_i_reg = 1'b1;
    reg sda_i_reg = 1'b1;
    reg scl_o_reg = 1'b1, scl_o_next;
    reg sda_o_reg = 1'b1, sda_o_next;
    reg last_scl_i_reg = 1'b1;
    reg last_sda_i_reg = 1'b1;
    reg busy_reg = 1'b0;
    reg bus_active_reg = 1'b0;
    reg bus_addressed_reg = 1'b0, bus_addressed_next;
    assign bus_address = addr_reg;
    assign s_axis_data_tready = s_axis_data_tready_reg;
    assign m_axis_data_tdata = m_axis_data_tdata_reg;
    assign m_axis_data_tvalid = m_axis_data_tvalid_reg;
    assign m_axis_data_tlast = m_axis_data_tlast_reg;
    assign scl_o = scl_o_reg;
    assign scl_t = scl_o_reg;
    assign sda_o = sda_o_reg;
    assign sda_t = sda_o_reg;
    assign busy = busy_reg;
    assign bus_active = bus_active_reg;
    assign bus_addressed = bus_addressed_reg;
    wire scl_posedge, scl_negedge, sda_posedge, sda_negedge;
    assign scl_posedge = scl_i_reg && !last_scl_i_reg;
    assign scl_negedge = !scl_i_reg && last_scl_i_reg;
    assign sda_posedge = sda_i_reg && !last_sda_i_reg;
    assign sda_negedge = !sda_i_reg && last_sda_i_reg;
    wire start_bit, stop_bit;
    assign start_bit = sda_negedge && scl_i_reg;
    assign  stop_bit = sda_posedge && scl_i_reg;
    always @* begin
        state_next = STATE_IDLE;
        addr_next = addr_reg;
        data_next = data_reg;
        data_valid_next = data_valid_reg;
        data_out_reg_valid_next = data_out_reg_valid_reg;
        last_next = last_reg;
        mode_read_next = mode_read_reg;
        bit_count_next = bit_count_reg;
        s_axis_data_tready_next = 1'b0;
        m_axis_data_tdata_next = m_axis_data_tdata_reg;
        m_axis_data_tvalid_next = m_axis_data_tvalid_reg && !m_axis_data_tready;
        m_axis_data_tlast_next = m_axis_data_tlast_reg;
        scl_o_next = scl_o_reg;
        sda_o_next = sda_o_reg;
        bus_addressed_next = bus_addressed_reg;
        if (start_bit) begin
            data_valid_next = 1'b0;
            data_out_reg_valid_next = 1'b0;
            bit_count_next = 4'd7;
            m_axis_data_tlast_next = 1'b1;
            m_axis_data_tvalid_next = data_out_reg_valid_reg;
            bus_addressed_next = 1'b0;
            state_next = STATE_ADDRESS;
        end else if (release_bus || stop_bit) begin
            data_valid_next = 1'b0;
            data_out_reg_valid_next = 1'b0;
            m_axis_data_tlast_next = 1'b1;
            m_axis_data_tvalid_next = data_out_reg_valid_reg;
            bus_addressed_next = 1'b0;
            state_next = STATE_IDLE;
        end else begin
            case (state_reg)
                STATE_IDLE: begin
                    data_valid_next = 1'b0;
                    data_out_reg_valid_next = 1'b0;
                    bus_addressed_next = 1'b0;
                    state_next = STATE_IDLE;
                end
                STATE_ADDRESS: begin
                    if (scl_posedge) begin
                        if (bit_count_reg > 0) begin
                            bit_count_next = bit_count_reg-1;
                            data_next = {data_reg[6:0], sda_i_reg};
                            state_next = STATE_ADDRESS;
                        end else begin
                            if (enable && (device_address & device_address_mask) == (data_reg[6:0] & device_address_mask)) begin
                                addr_next = data_reg[6:0];
                                mode_read_next = sda_i_reg;
                                bus_addressed_next = 1'b1;
                                state_next = STATE_ACK;
                            end else begin
                                state_next = STATE_IDLE;
                            end
                        end
                    end else begin
                        state_next = STATE_ADDRESS;
                    end
                end
                STATE_ACK: begin
                    if (scl_negedge) begin
                        sda_o_next = 1'b0;
                        bit_count_next = 4'd7;
                        if (mode_read_reg) begin
                            s_axis_data_tready_next = 1'b1;
                            data_valid_next = 1'b0;
                            state_next = STATE_READ_1;
                        end else begin
                            state_next = STATE_WRITE_1;
                        end
                    end else begin
                        state_next = STATE_ACK;
                    end
                end
                STATE_WRITE_1: begin
                    if (scl_negedge || !scl_o_reg) begin
                        sda_o_next = 1'b1;
                        if (m_axis_data_tvalid && !m_axis_data_tready) begin
                            scl_o_next = 1'b0;
                            state_next = STATE_WRITE_1;
                        end else begin
                            scl_o_next = 1'b1;
                            if (data_valid_reg) begin
                                m_axis_data_tdata_next = data_reg;
                                m_axis_data_tlast_next = 1'b0;
                            end
                            data_valid_next = 1'b0;
                            data_out_reg_valid_next = data_valid_reg;
                            state_next = STATE_WRITE_2;
                        end
                    end else begin
                        state_next = STATE_WRITE_1;
                    end
                end
                STATE_WRITE_2: begin
                    if (scl_posedge) begin
                        data_next = {data_reg[6:0], sda_i_reg};
                        if (bit_count_reg > 0) begin
                            bit_count_next = bit_count_reg-1;
                            state_next = STATE_WRITE_2;
                        end else begin
                            m_axis_data_tvalid_next = data_out_reg_valid_reg;
                            data_out_reg_valid_next = 1'b0;
                            data_valid_next = 1'b1;
                            state_next = STATE_ACK;
                        end
                    end else begin
                        state_next = STATE_WRITE_2;
                    end
                end
                STATE_READ_1: begin
                    if (s_axis_data_tready && s_axis_data_tvalid) begin
                        s_axis_data_tready_next = 1'b0;
                        data_next = s_axis_data_tdata;
                        data_valid_next = 1'b1;
                    end else begin
                        s_axis_data_tready_next = !data_valid_reg;
                    end
                    if (scl_negedge || !scl_o_reg) begin
                        if (!data_valid_reg) begin
                            scl_o_next = 1'b0;
                            state_next = STATE_READ_1;
                        end else begin
                            scl_o_next = 1'b1;
                            {sda_o_next, data_next} = {data_reg, 1'b0};
                            if (bit_count_reg > 0) begin
                                bit_count_next = bit_count_reg-1;
                                state_next = STATE_READ_1;
                            end else begin
                                state_next = STATE_READ_2;
                            end
                        end
                    end else begin
                        state_next = STATE_READ_1;
                    end
                end
                STATE_READ_2: begin
                    if (scl_negedge) begin
                        sda_o_next = 1'b1;
                        state_next = STATE_READ_3;
                    end else begin
                        state_next = STATE_READ_2;
                    end
                end
                STATE_READ_3: begin
                    if (scl_posedge) begin
                        if (sda_i_reg) begin
                            state_next = STATE_IDLE;
                        end else begin
                            bit_count_next = 4'd7;
                            s_axis_data_tready_next = 1'b1;
                            data_valid_next = 1'b0;
                            state_next = STATE_READ_1;
                        end
                    end else begin
                        state_next = STATE_READ_3;
                    end
                end
            endcase
        end
    end
    always @(posedge clk) begin
        state_reg <= state_next;
        addr_reg <= addr_next;
        data_reg <= data_next;
        data_valid_reg <= data_valid_next;
        data_out_reg_valid_reg <= data_out_reg_valid_next;
        last_reg <= last_next;
        mode_read_reg <= mode_read_next;
        bit_count_reg <= bit_count_next;
        s_axis_data_tready_reg <= s_axis_data_tready_next;
        m_axis_data_tdata_reg <= m_axis_data_tdata_next;
        m_axis_data_tvalid_reg <= m_axis_data_tvalid_next;
        m_axis_data_tlast_reg <= m_axis_data_tlast_next;
        scl_i_filter <= (scl_i_filter << 1) | scl_i;
        sda_i_filter <= (sda_i_filter << 1) | sda_i;
        if (scl_i_filter == {FILTER_LEN{1'b1}}) begin
            scl_i_reg <= 1'b1;
        end else if (scl_i_filter == {FILTER_LEN{1'b0}}) begin
            scl_i_reg <= 1'b0;
        end
        if (sda_i_filter == {FILTER_LEN{1'b1}}) begin
            sda_i_reg <= 1'b1;
        end else if (sda_i_filter == {FILTER_LEN{1'b0}}) begin
            sda_i_reg <= 1'b0;
        end
        scl_o_reg <= scl_o_next;
        sda_o_reg <= sda_o_next;
        last_scl_i_reg <= scl_i_reg;
        last_sda_i_reg <= sda_i_reg;
        busy_reg <= !(state_reg == STATE_IDLE);
        if (start_bit) begin
            bus_active_reg <= 1'b1;
        end else if (stop_bit) begin
            bus_active_reg <= 1'b0;
        end else begin
            bus_active_reg <= bus_active_reg;
        end
        bus_addressed_reg <= bus_addressed_next;
        if (rst) begin
            state_reg <= STATE_IDLE;
            s_axis_data_tready_reg <= 1'b0;
            m_axis_data_tvalid_reg <= 1'b0;
            scl_o_reg <= 1'b1;
            sda_o_reg <= 1'b1;
            busy_reg <= 1'b0;
            bus_active_reg <= 1'b0;
            bus_addressed_reg <= 1'b0;
        end
    end
endmodule
[run.sh]
#!/bin/bash
# OpenROAD 26Q1-2900-gdf79404cd8, Yosys 0.63+post, stock flow scripts
make -C /OpenROAD-flow-scripts/flow DESIGN_CONFIG=/design/flow/config.mk WORK_HOME=/design/flow/orfs finish
==> reports/metrics.csv <==
metric,value,unit
Setup Buffers After CTS,0,
share of cells above drive strength 1,7.07,%
routed vias/inst,5.37,
Area leader share,28.3,%
CTS Sinks,53,
core area,0.00603,mm^2
critical path class,in -> reg,
placed cell count,378,
DR iter-0 viols,216,
adder share,0.981,%
Dominant comb cell,simple AND/OR/NAND/NOR gates,
ys flop type,dfxtp_1,
IO Pins,56,
tally of yosys warning messages,1,
"Avg Cell Area, Syn",9.96,um^2
slew of the pin with the lowest slew margin,0.541,ns
vias in the first global route,1891,
outcome,completed,
fillers,547,
CTS tree,built,
async set-reset flop share out of synthesis,0,%
#FFs+latches synth,53,
maximum number of pins on one net before global-route repair,29,
"Seq share, synth",51.0,%
flip-flops with a built-in enable,24,
Cell Type Count,53,
top-count cell post-synth,dfxtp_1,
CP max FO,8,
htree depth,2,
Final Hold Fails,0,
top cells by area,"edfxtp_1, dfxtp_1, mux2i_1",
Area growth syn-to-layout,28.5,%
Die Y-Extent,81.8,um
first-pass GRT wire length,9.49,mm
number of remaining DRC errors,0,
yosys xor share,2.75,%
most frequent cells after synthesis,"dfxtp_1, edfxtp_1, nand2_1, nor2_1, o21ai_0",
Non-Filler Instances,386,
Routed WL per cell,15.2,um
Peak VDD IR,0.310,mV
Pleak,1.22,nW
diodes inserted,0,
Max clock buf depth,2,
Yosys top cell by area,edfxtp_1,
P per Cell Area,427,mW/mm^2
clock period minus worst slack,2.38,ns
Row Count,28,
final WL,5.87,mm
routability congestion estimate,0.898,
synthesized area,0.00255,mm^2
critical path launch point type,input pin,
Setup TNS,0,ns
initial antenna violation count,0,
ao+oa area frac,17.9,%
Inserted Clock Buffers,5,
CP Capture Type,register,
WP data required,2.93,ns
Core Util at FP,42.3,%
Yosys chip area,0.00255,mm^2
simple-gate share of the synthesized area,18.7,%
RSZ-0062 raised after global routing,false,
Hold Buf Count CTS,0,
HP Class,reg -> reg,
post-CTS sizing,0,
I/O Buffers,54,
root buf cell,clkbuf_8,
hpwl dp,4.19,mm
chip width,81.8,um
Max Clock Freq,420,MHz
slew margin rel.,63.9,%
gr usage total,19.5,%
vias,2071,
multiplexer share of the synthesized area,4.76,%
Pins Over Slew Limit,0,
maxcap violations,0,
synthesized instance count,256,
final setup fails,0,
clk slew on worst S/H paths,0.10,ns
Worst-Skew Late Latency,0.31,ns
DR pass1 iterations,4,
count of tool warnings,27,
cycle use final,82.0,%
Fin Clk Skew,0.00583,ns
grt ovf,0,
CP Data Arrival Time,2.41,ns
full die area,0.00670,mm^2
cells in synth_stat.txt,256,
Final ANT Viol Nets,0,
[layout make-up]
type | count | area [um^2] | share of cell area (%)
Sequential cell | 53 | 1300 | 39.7
Multi-Input combinational cell | 183 | 1150 | 35.1
Timing Repair Buffer | 61 | 593 | 18.1
Clock buffer | 6 | 93.8 | 2.86
Tap cell | 75 | 93.8 | 2.86
Inverter | 6 | 22.5 | 0.688
Clock inverter | 2 | 20.0 | 0.611
[critical path, stage by stage]
cell and delay (ns):
clkdlybuf4s50_1 0.42, xor2_1 0.16, a2111oi_0 0.47, nand4_1 0.19
or2_2 0.32, nor2_1 0.09, buf_4 0.18
[cells by family after synthesis]
| kind of cell | Yosys count |
|---|---|
| AOI/OAI and AO/OA | 70 |
| DFF | 53 |
| and+or+nand+nor | 91 |
| muxes | 12 |
| xor gates and xnor gates | 8 |
| adders and majority gates | 2 |
| buffers and inverters | 20 |
[final timing paths]
check	cells after the start	from	to	slack [ns]
setup / recovery	7	device_address[3]	addr_reg[1]$_DFFE_PP_	0.52
hold / removal	0	scl_i_filter[1]$_DFF_P_	scl_i_filter[2]$_DFF_P_	0.36
setup reg to reg	6	data_reg[3]$_DFFE_PP_	addr_reg[1]$_DFFE_PP_	0.69
hold reg to reg	0	scl_i_filter[1]$_DFF_P_	scl_i_filter[2]$_DFF_P_	0.36
[metrics by stage]
step	setup slack, ns	utilization, %	hold slack (ns)	total power [mW]	instance area [um^2]
finish	0.521	54.4	0.358	1.40	3280
global route	0.393	54.4	0.372	1.45	3280
CTS	0.493	54.4	0.363	1.41	3280
detailed placement	0.171	52.5	0.340	0.926	3160
global placement	0.194	52.5	0.344	0.926	3160
floorplan	0.619	-	0.331	0.868	2550
[power breakdown]
group	leakage, nW	internal [mW]	switching [mW]
clock network	0.0584	0.230	0.260
logic	0.707	0.0606	0.0362
registers	0.454	0.792	0.0210
total	1.22	1.08	0.317
[per-layer routing]
layer / wire length [um] / share of wire [%] / GRT usage (%)
met5: 0 / 0 / 0
met4: 47 / 0.80 / 2.46
met3: 287 / 4.9 / 3.72
met2: 2690 / 46 / 28.0
met1: 2840 / 48 / 32.3
[cell usage in the layout, fill, tap and decap left out, types with 5 or more instances in the layout]
cell type,n
nand3_1,8
nand2b_1,6
o21ai_0,20
clkbuf_8,5
a21oi_1,15
clkdlybuf4s50_1,54
buf_4,7
nor2b_1,6
inv_1,6
edfxtp_1,24
dfxtp_1,29
nor3b_1,6
nand2_1,24
nor2_1,20
mux2i_1,11
xor2_1,8
Power figures rest on the tool's default switching activity, not on a simulated workload.
